File: design.v
module Cfu (
    input cmd_valid,
    output cmd_ready,
    input [9:0] cmd_payload_function_id,
    input [31:0] cmd_payload_inputs_0,
    input [31:0] cmd_payload_inputs_1,
    output reg rsp_valid,
    input rsp_ready,
    output reg [31:0] rsp_payload_outputs_0,
    input reset,
    input clk
);
wire signed [15:0] prod_0, prod_1, prod_2, prod_3;
assign prod_0 = $signed({1'b0, cmd_payload_inputs_0[7:0]}) * $signed({1'b0, cmd_payload_inputs_1[7:0]});
assign prod_1 = $signed({1'b0, cmd_payload_inputs_0[15:8]}) * $signed({1'b0, cmd_payload_inputs_1[15:8]});
assign prod_2 = $signed({1'b0, cmd_payload_inputs_0[23:16]}) * $signed({1'b0, cmd_payload_inputs_1[23:16]});
assign prod_3 = $signed({1'b0, cmd_payload_inputs_0[31:24]}) * $signed({1'b0, cmd_payload_inputs_1[31:24]});
wire signed [31:0] sum_prods = prod_0 + prod_1 + prod_2 + prod_3;
assign cmd_ready = ~rsp_valid;
always @(posedge clk) begin
    if (reset) begin
        rsp_valid <= 1'b0;
        rsp_payload_outputs_0 <= 32'b0;
    end else if (rsp_valid) begin
        rsp_valid <= ~rsp_ready;
    end else if (cmd_valid) begin
        rsp_valid <= 1'b1;
        rsp_payload_outputs_0 <= sum_prods;
    end
end
endmodule
File: run.sh
#!/bin/bash
# OpenROAD 26Q1-2900-gdf79404cd8, Yosys 0.63+post, stock flow scripts
make -C /OpenROAD-flow-scripts/flow DESIGN_CONFIG=/design/flow/config.mk WORK_HOME=/design/flow/orfs finish
File: config.mk
export PLATFORM = sky130hd
export DESIGN_NAME = Cfu
export DESIGN_NICKNAME = Cfu
export VERILOG_FILES = /design/flow/design.v
export SDC_FILE = /design/flow/constraint.sdc
export NUM_CORES = 4
export LEC_CHECK = 1
export CORE_UTILIZATION = 40
export SYNTH_HDL_FRONTEND = slang
File: constraint.sdc
current_design Cfu

set clk_period 11.2
set clk_io_pct 0.2

create_clock -name clk0 -period $clk_period [get_ports {clk}]

set non_clock_inputs [all_inputs -no_clocks]
set_input_delay [expr $clk_period * $clk_io_pct] -clock clk0 $non_clock_inputs
set_output_delay [expr $clk_period * $clk_io_pct] -clock clk0 [all_outputs]
==> impl_metrics.tcl <==
# flow metrics
set metrics [dict create \
    run_status "finished, final reports clean" \
    syn_area_per_cell_um2 8.591 \
    holdBufCountCts 0 \
    top_cells_by_count "inv_1, and2_1, fa_1, ha_1, nand2_1" \
    ys_cells 1298 \
    slew_headroom 0.5220 \
    die_area_um2 28550 \
    slowest_delay_ns 0.63 \
    worst_ep_arrival_time_ns 9.28 \
    timing.rr.start "rsp_valid" \
    synth_warnings 0 \
    postCtsSetupRepairBufs 0 \
    clock-sinks 20 \
    insertion_delay_ns 0.25 \
    met2_usage 0.2930 \
    root_buffer "clkbuf_16" \
    clockBufferDepth 2 \
    wl_um 23160 \
    vias_per_cell 4.917 \
    path_cells "clkdlybuf4s50_1, nand2_1, fa_1, fa_1, inv_1, fa_1, inv_1, fa_1, inv_1, ha_1, o21ai_1, a21oi_1, and3_1, or4b_1, fa_1, fa_1, ha_1, and3_4, and3_1, o2111ai_1, a2111oi_1, a311o_1" \
    yosys.area.top_type "fa_1" \
    cts_inserted_buffers 3 \
    port-buffer-count 101 \
    drive_above_1_share 0.01524 \
    die_x_um 169.0 \
    place_congestion 0.9211 \
    drtPass1Iterations 4 \
    final_core_util 0.4613 \
    postSynthSeqShare 0.03591 \
    hold_viol 0 \
    grt_pass1_vias 8711 \
    crit_type "in2reg" \
    fp-utilization 0.4103 \
    grt_max_degree 27 \
    dp_cells 1746 \
    fin_area_um2 12540 \
    worst_ep_required_time_ns 11.39 \
    area_delta_synth_final_pct 12.43 \
    hpwl_um 20240 \
    dr_total_vias 8605 \
    crit_top_cell "fa_1" \
    finalCritPeriodShare 0.8112 \
    syn_area_um2 11150 \
    yosysMostFrequentCell "inv_1" \
    finalMaxSlewViolations 0 \
    fin_crit_ns 9.086 \
    top_area_frac 0.3178 \
    yosysUniqueCellTypes 75 \
    end_kind "register" \
    cap_violations 0 \
    max_freq_mhz 110.1 \
    warnings 35 \
    globalRoute.totalOverflow 0 \
    finalSetupViolations 0 \
    worst_clock_skew_ns 0.003560 \
    cp_max_fo 8 \
    drc_errors 0 \
    grt_use_total 0.1837 \
    synth-edff-count 0 \
    post_drt_wl_per_cell_um 13.23 \
    cp_num_buf_inv 4 \
    tns_ns 0 \
    n_antenna_cell 0 \
    first_iter_violations 378 \
    ys.flop_type "dfxtp_1" \
    ys_area_um2 11150 \
    topCellsByArea "fa_1, ha_1, and2_1" \
    antenna_found_initial 0 \
    grtUsageMet3 0.01571 \
    grt_pass1_wl_um 41650 \
    cts_resized 0 \
    path_delay_family "adder cells" \
    rows 60 \
    htreeDepth 1 \
    async_flop_share 0 \
    reg2reg_slack_ns 9.37 \
    min_from "rsp_payload_outputs_0[9]" \
    numSynthFlops 20 \
    busiest_layer "met1" \
    grt_util_met1 0.2939 \
    die_height_um 169.0 \
    detail-route-antenna-nets 0 \
    io_pins 112 \
    fin_cells 1750 \
    path_clk_slew_ns 0.05 \
    cts_tree "built" \
    slowest_stage "clkdlybuf4s50_1" \
    hold_class "reg2reg" \
    start_kind "input pin" \
    rsz0062_at_grt "no" \
    core_um2 27180 \
    tightest_slew_ns 0.7169 \
    startpoint "cmd_payload_inputs_1[2]" \
    placed_cell_area_um2 12450 \
    syn_inst 1298 \
]
==> through the flow <==
stage               worst slack, ns  hold WS, ns
CTS                           2.142       0.4511
global route                  1.720       0.4691
global placement              1.914       0.4379
detailed placement            1.923       0.4455
finish                        2.114       0.4479
floorplan                     3.097       0.4174
==> area by class of cell <==
class	count	area, um2
inverter	268	1006
timing repair buffer	103	1026
multi-input combinational	983	9550
fill	2687	14640
sequential	20	400.4
clock buffer	4	88.84
tap	372	465.4
==> registers in the layout, indices dropped and copies added, names as in the netlist <==
name,cells
rsp_payload_outputs_0,19
rsp_valid,1
==> path summary, 6_finish.rpt <==
| check | cells after the start | to |
|---|---|---|
| hold / removal | 2 | rsp_payload_outputs_0[9] |
| setup reg to reg | 5 | rsp_payload_outputs_0[13] |
| hold reg to reg | 2 | rsp_payload_outputs_0[9] |
| setup / recovery | 22 | rsp_payload_outputs_0[15] |
==> cells in the final DEF (no fill, tap or decap), drive strengths merged, types with 6 or more instances in the layout <==
cell           count
inv              268
dfxtp             20
nand2             97
and2             194
ha               162
a21oi             47
a21o              23
a2111oi            7
fa               177
clkdlybuf4s50    101
o21bai             7
o21ai             28
nor3               9
a211oi            13
nand2b            13
o21a               6
nand3              9
xnor2             26
o211ai            10
nor2              37
and3              16
xor2              17
==> routing by layer <==
layer,up-vias,share of wire
met5,-,0
met4,0,0.0076
met3,12,0.029
met2,137,0.46
met1,4140,0.51
li1,4316,-
==> worst reg2reg max path: stages, from the launching register on <==
cell	delay (ns)
dfxtp_1	0.37
nand2b_1	0.59
nor2_1	0.24
and3_1	0.23
mux2i_1	0.12
o311ai_0	0.14
==> cells by family (layout without fill, tap and decap cells) <==
logic type               after synthesis  count (layout)  share of synthesized area
AND-OR/OR-AND                        190             190                     0.1204
XOR/XNOR                              43              43                    0.03377
adder cells (fa/ha/maj)              339             339                     0.4996
buffers and inverters                295             375                     0.1076
flip-flops                            20              20                    0.03591
multiplexers                           4               4                   0.003591
AND/OR/NAND/NOR                      407             407                     0.1992
